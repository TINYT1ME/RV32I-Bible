==> flow/design.v <==
module regfile (
  input  logic        clk,
  input  logic        rst_n,
  input  logic  [4:0] rs1,  
  input  logic  [4:0] rs2,  
  input  logic  [4:0] rd,  
  input  logic [31:0] wdata,  
  input  logic        wr_en,  
  output logic [31:0] rs1_data,  
  output logic [31:0] rs2_data   
);
  logic [31:0] regs [31:0];
  always_comb begin
    rs1_data = (rs1 == 5'd0) ? 32'b0 : regs[rs1];
    rs2_data = (rs2 == 5'd0) ? 32'b0 : regs[rs2];
  end
  integer i;
  always_ff @(posedge clk or negedge rst_n) begin
    if (!rst_n) begin
      for (i = 0; i < 32; i++) regs[i] <= 32'b0;
    end else begin
      if (wr_en && (rd != 5'd0)) begin
        regs[rd] <= wdata;
      end
      regs[5'd0] <= 32'b0;
    end
  end
endmodule
==> flow/run.sh <==
#!/bin/bash
# OpenROAD 26Q1-2900-gdf79404cd8, Yosys 0.63+post, stock flow scripts
make -C /OpenROAD-flow-scripts/flow DESIGN_CONFIG=/design/flow/config.mk WORK_HOME=/design/flow/orfs finish
==> flow/config.mk <==
export PLATFORM = sky130hd
export DESIGN_NAME = regfile
export DESIGN_NICKNAME = regfile
export VERILOG_FILES = /design/flow/design.v
export SDC_FILE = /design/flow/constraint.sdc
export NUM_CORES = 4
export LEC_CHECK = 1
export CORE_UTILIZATION = 50
==> flow/constraint.sdc <==
current_design regfile

set clk_period 8.1
set clk_io_pct 0.2

create_clock -name clk0 -period $clk_period [get_ports {clk}]

set non_clock_inputs [all_inputs -no_clocks]
set_input_delay [expr $clk_period * $clk_io_pct] -clock clk0 $non_clock_inputs
set_output_delay [expr $clk_period * $clk_io_pct] -clock clk0 [all_outputs]
==> README.md <==
| Result | Reported | Unit |
|---|---|---|
| Fraction of the core area covered by cells at the end of the flow | 0.5769 | - |
| Critical path peak fanout | 15 | - |
| Cell seen most often among critical-path stages | sky130_fd_sc_hd__clkdlybuf4s50_1 | - |
| Number of post-CTS setup repair buffers | 0 | - |
| Arrival time at the worst endpoint | 5910 | ps |
| Count of standard-cell rows | 117 | - |
| Total routing resource utilization after global routing | 0.5701 | - |
| Mapped cell area | 51890 | um2 |
| DRC violations left | 0 | - |
| Number of storage elements in the synthesis netlist | 992 | - |
| CP peak stage delay | 880 | ps |
| Cell accounting for the most synthesized area | sky130_fd_sc_hd__dfrtp_1 | - |
| RSZ-0062 raised after global routing | false | - |
| Final setup vio count | 0 | - |
| Yosys cell count | 4653 | - |
| Violation tally from detailed-route iteration zero | 7230 | - |
| Total iterations of the first detailed-routing run | 7 | - |
| Amount of wire on met2 after detailed routing | 110.5 | mm |
| Register name with the most flops | regs | - |
| Setup TNS | 0 | ps |
| Count of tool warnings | 49 | - |
| Fraction of the cycle the final worst path needs | 0.9302 | - |
| Topmost layer with routed signal wires | met5 | - |
| Total buffers and inverters traversed by the critical path | 3 | - |
| Sequential element share of the synthesized area | 0.4784 | - |
| Cell family contributing the most delay on the critical path | buffers and inverters | - |
| Mean number of vias per cell | 7.833 | - |
| DRT antenna net count | 0 | - |
| Fill count | 8554 | - |
| Main area contributors | sky130_fd_sc_hd__dfrtp_1 48%, sky130_fd_sc_hd__mux2_2 22%, sky130_fd_sc_hd__nand3_1 6.4%, sky130_fd_sc_hd__a22oi_1 5.1%, sky130_fd_sc_hd__nand4_1 2.4% | - |
| Final std cell area, no fill | 59040 | um2 |
| Vias in the first global route | 46301 | - |
| Slowest library cell on the worst path | sky130_fd_sc_hd__clkdlybuf4s50_1 | - |
| Worst Hold Class | flip-flop to flip-flop | - |
| Type of destination of the critical path | output pin | - |
| DPL Wire Length | 172.2 | mm |
| Fp_density | 0.5071 | - |
| Type of element launching the critical path | input port | - |
| Largest regs | regs: 992 flops | - |
| Commonest register cell after synthesis | sky130_fd_sc_hd__dfrtp_1 | - |
| Total global routing overflow | 0 | - |
| Number of enable flip-flop cells | 0 | - |
| P per Cell Area | 239.9 | nW/um2 |
| First-pass GRT wire length | 385.7 | mm |
| Number of library cell types mapped by synthesis | 70 | - |
| Number of antenna violations at the first check in global routing | 42 | - |
| Max-slew violation count | 0 | - |
| Proportion of netlist area held by the largest area contributor | 0.4784 | - |
| Die span in y | 324.2 | um |
| Wl on met1 | 96.76 | mm |
| Post-synth ARST share | 1.000 | - |
| Worst slew margin relative to its limit | 0.03004 | - |
| Average wire per standard cell | 46.28 | um |
| Setup CP Type | input port to output pin | - |
| Combined flip-flop and latch cell area | 24820 | um2 |
| Die footprint | 105100 | um2 |
| Max frequency | 0.1327 | GHz |
| CTS hold repair buffers | 0 | - |
| Worst hold slack after final layout | 518.5 | ps |
| Number of H-tree levels | 3 | - |
| Average instance area after synthesis | 11.15 | um2 |
| Combined area of the multi-input logic cells | 25310 | um2 |
| Total vias in the final route | 48064 | - |
| Max FFs per register | 992 | - |
| Post-CTS clock slew at the launch and capture registers of the worst setup and hold paths | 60 | ps |
| Share of cells above drive strength 1 | 0.3354 | - |
| Routed met3 length | 49.62 | mm |
| Placer's final routability congestion estimate | 1.048 | - |
| Outcome | complete, no violations | - |
| Area Overhead vs Synth | 13.77 | % |
| IO Port Bufs | 113 | - |
| Setup skew after layout | 0 | ps |
| Total cell area reported by yosys after synthesis | 51890 | um2 |
| Post-detailed-routing wire length | 284.0 | mm |
| Max Cap Viol | 0 | - |
| Peak supply drop | 201.5 | uV |
| Worst-margin pin slew | 1452 | ps |
| Cts bufs inserted | 108 | - |
| Total Power Consumption | 0.01417 | W |
| Pin count of the biggest net entering global routing | 123 | - |
| Count of cells resized by post-cts repair | 0 | - |
| Total clock sinks | 992 | - |
| Chip width | 324.2 | um |
| Area of the core | 102300 | um2 |
| Time the final worst path needs with I/O delays and setup | 7534 | ps |
| List of cells traversed by the critical path | clkdlybuf4s50_1 > nand2b_1 > nor2_4 > buf_4 > a222oi_1 > and3_1 > a31oi_1 > clkdlybuf4s50_1 | - |
| Clock tree from TritonCTS | yes | - |
| Number of cells produced by synthesis | 4653 | - |
| Warnings, synthesis | 2 | - |
| Skew-Pair Late Insertion Delay | 710 | ps |
| Maximum buffer depth of the clock tree | 3 | - |
| Io pins | 114 | - |
| Worst EP required | 6480 | ps |
| Cell Area, Placed | 55370 | um2 |
| Leak | 25.28 | nW |
| Final hold vios | 0 | - |
| Clock tree root driver cell | sky130_fd_sc_hd__clkbuf_16 | - |
-- synthesized netlist by cell type, drive strengths merged, types with 15 or more instances --
master / number
nand2: 67
nand4: 201
clkbuf: 238
mux2: 1002
and3: 181
o21ai: 17
a31oi: 61
nor3: 19
a2111oi: 52
buf: 272
a221o: 20
dfrtp: 992
and2: 26
nand3: 663
nor4: 47
a22oi: 351
a22o: 52
nand3b: 15
nor2: 65
and4: 56
a21oi: 74
a222oi: 30
-- cell type report --
cell class | instances | share of cell area
multi-input combinational | 3145 | 0.4288
sequential | 992 | 0.4205
timing repair buffer | 393 | 0.05922
clock buffer | 159 | 0.05447
tap | 1368 | 0.02899
clock inverter | 37 | 0.006146
antenna | 36 | 0.001526
inverter | 6 | 0.0003815
-- final timing paths --
kind / start / end / slack [ps] / depth (start not counted)
setup / recovery: rs2[4] / rs2_data[0] / 570 / 8
hold / removal: regs[26][17] / regs[26][17] / 520 / 1
setup reg to reg: regs[8][25] / regs[8][25] / 7090 / 1
hold reg to reg: regs[26][17] / regs[26][17] / 520 / 1
max in group asynchronous: rst_n / regs[12][13] / 5100 / 4
min in group asynchronous: rst_n / regs[2][29] / 840 / 1
-- routing by layer --
metal | track usage | vias up
met5 | 0.03472 | -
met4 | 0.3961 | 32
met3 | 0.3811 | 1558
met2 | 0.7173 | 4511
met1 | 0.7016 | 24037
li1 | - | 17926
-- metrics by stage --
step                      instances  setup WS [ps]
after detailed placement       5904          913.2
after floorplan                4653           3408
after global routing           6107          719.5
after global placement         5904          851.5
final                          6136          565.5
after CTS                      6100          887.6
-- layout by cell type (no fill, tap or decap), drive strengths merged, types with 52 or more instances in the layout --
master and instances:
nor2 65, clkbuf 159, nand4 201, a22o 52, a31oi 61, clkdlybuf4s50 105, buf 288, dfrtp 992
nand2 67, and4 56, a2111oi 52, mux2 1002, and3 181, a21oi 74, a22oi 351, nand3 663
-- kinds of logic after synthesis --
kind of cell | count (synthesis) | share of synthesized area
compound gates | 724 | 0.1053
buf+inv | 516 | 0.04331
mux | 1012 | 0.2194
flops | 992 | 0.4784
simple gates | 1409 | 0.1537
-- report_power, final --
part / switching, W / leakage, nW / internal, W
logic: 0.00110 / 10.8 / 0.00108
registers: 0.000966 / 12.7 / 0.00592
clock network: 0.00218 / 1.77 / 0.00292
total: 0.00425 / 25.3 / 0.00992
Power and IR drop assume default switching activity.
