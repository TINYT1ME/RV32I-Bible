==> run.sh <==
#!/bin/bash
# OpenROAD 26Q1-2900-gdf79404cd8, Yosys 0.63+post, stock flow scripts
make -C /OpenROAD-flow-scripts/flow DESIGN_CONFIG=/design/flow/config.mk WORK_HOME=/design/flow/orfs finish
==> config.mk <==
export PLATFORM = sky130hd
export DESIGN_NAME = cpu_top
export DESIGN_NICKNAME = cpu_top
export VERILOG_FILES = /design/flow/design.v
export SDC_FILE = /design/flow/constraint.sdc
export NUM_CORES = 4
export LEC_CHECK = 1
export CORE_AREA = 10 10 111 111
export DIE_AREA = 0 0 121 121
==> constraint.sdc <==
current_design cpu_top

set clk_period 6.5
set clk_io_pct 0.2

create_clock -name clk0 -period $clk_period [get_ports {clk}]
create_clock -name clk1 -period $clk_period [get_ports {resetn}]

set non_clock_inputs [all_inputs -no_clocks]
set_input_delay [expr $clk_period * $clk_io_pct] -clock clk0 $non_clock_inputs
set_output_delay [expr $clk_period * $clk_io_pct] -clock clk0 [all_outputs]
==> design.v <==
module cpu_top(clk, resetn, pc_out, instr_out, pc_pl_out, instr_pl_out);
    input clk;
    input resetn;
    output reg [31:0] pc_out;
    output reg [31:0] instr_out;
    output reg [31:0] pc_pl_out;
    output reg [31:0] instr_pl_out;
    program_counter pc_inst(.clk(clk),
    .resetn(resetn),
    .pc_out(pc_out));
    instruction_memory im_inst(.resetn(resetn),
    .read_addr(pc_out),
    .instr_out(instr_out));
    if_id_pipeline fetch_pipeline(.clk(clk),
    .resetn(resetn),
    .pc_in(pc_out),
    .im_in(instr_out),
    .pc_pl_out(pc_pl_out),
    .instr_pl_out(instr_pl_out));
    initial begin
        $dumpfile("../waveforms/cpu_top.vcd");
        $dumpvars(0, cpu_top);
    end
endmodule
module if_id_pipeline(clk, resetn, pc_in, im_in, pc_pl_out, instr_pl_out);
    input clk;
    input resetn;
    input logic [31:0] pc_in;
    input logic [31:0] im_in;
    output reg [31:0] pc_pl_out;
    output reg [31:0] instr_pl_out;
    always @(posedge clk) begin
        pc_pl_out <= pc_in;
        instr_pl_out <= im_in;
    end
endmodule
module instruction_memory(resetn, read_addr, instr_out);
    input resetn;
    input logic [31:0] read_addr;
    output reg [31:0] instr_out;
    parameter MEM_SIZE = 256;
    reg [31:0] mem[0:MEM_SIZE-1];  
    assign instr_out = mem[read_addr >> 2];  
    integer k;
    always @ (negedge resetn)
    begin
        for (k = 0; k < MEM_SIZE; k = k + 1) begin
        mem[k] <= 32'h00000000;
        end
    end
endmodule
module program_counter(clk, resetn, pc_out);
    input clk;
    input resetn;
    output reg [31:0] pc_out;
    logic [31:0] next_pc;
    always @ (posedge clk)
    begin
        if(!resetn)
            pc_out <= 0;
        else
            pc_out <= next_pc;
    end
    assign next_pc = pc_out + 4;
endmodule
==> ci_impl_report.md <==
### Flow metrics

| Metric | Value |
|---|---|
| # IOs | 130 |
| Worst Reg2Reg Path Length in Cells | 5 |
| Routed WL | 5.80 mm |
| DRT iter0 DRCs | 99 |
| # DRC | 0 |
| # hold bufs at CTS | 0 |
| Share of layout cells above drive strength 1 | 0.0728 |
| Mapped Cells | 254 |
| Wirelength per Cell | 11.8 um |
| Ys cells | 254 |
| Most common cell in the netlist | buf_4 |
| Slew margin rel. | 0.665 |
| Leakage | 0.00143 uW |
| Post-synth EDFFs | 0 |
| Area delta synth->final | 37.2% |
| Mapped Area | 2450 sq um |
| Crit path launch type | clock port |
| Die height | 121 um |
| Hold Crit Depth | 3 |
| Total Routing Usage GR | 0.0764 |
| DP Area | 2930 sq um |
| Setup-failing EPs final | 0 |
| Gpl congestion | 0.795 |
| CTS Sinks | 60 |
| Area leader share | 0.490 |
| Outcome | completed |
| RSZ-0062 raised after global routing | no |
| Arr. time, crit path | 3760 ps |
| Max Cap Viol | 0 |
| CP Class | clock port to flop |
| Crit end category | flop |
| Post-CTS Setup Inserts | 0 |
| Critical path peak fanout | 15 |
| Commonest flop | dfxtp_1 |
| Synth mux share | 0.00409 |
| Clock skew | 10.6 ps |
| Setup TNS | 0 ps |
| Clock slew at reported path FFs | 70 ps |
| ANT nets after route | 0 |
| Basic Gates by Area | 0.159 |
| Synthesized area per cell | 9.65 sq um |
| Pre-CTS setup slack | 2790 ps |
| Antenna violations before repair | 0 |
| DP HPWL | 4.25 mm |
| Slew @ Worst Pin | 503 ps |
| Vias in the first global route | 2,161 |
| PD cells | 328 nW/um^2 |
| YS warnings | 8 |
| Hold slack | 21.4 ps |
| Fa+ha+maj area frac | 0.00511 |
| TritonCTS clock tree | yes |
| Yosys aoi share | 0.0781 |
| Area leader, netlist | dfxtp_1 |
| Routed vias | 1,891 |
| Total power | 1100 uW |
| Post-synth top cells | buf_4 (68), dfxtp_1 (60), a21oi_1 (15) |
| FFs w/ async S/R, synth | 0 |
| Core area | 9860 sq um |
| Total congestion overflow | 0 |
| Final hold vios | 0 |
| Antenna diode count | 0 |
| Die width | 121 um |
| Post-synth cell types | 33 |
| Row Count | 36 |
| Hold WC Path Type | clock port to flop |
| Post_cts resized | 0 |
| Largest net degree at the start of global routing | 18 |
| XOR/XNOR Area Share | 0.0358 |
| Final Cell Area | 3360 sq um |
| Critical Path RT | 6720 ps |
| Synth Seq Share | 0.490 |
| Main logic family after synthesis | buffers and inverters |
| Tool warnings | 32 |
| Yosys stat area | 2450 sq um |
| Init Core Util | 0.248 |
| Global-route wire length before repair | 9.23 mm |
| Via density | 3.86 |
| Final worst setup slack | 2960 ps |
| Peak supply drop | 134 uV |
| Flops after synth | 60 |
| Chip area | 14,600 sq um |
| PortBufs | 60 |
| First-pass iteration count of the detailed router | 4 |
| Top cells, area | dfxtp_1 (49%), buf_4 (21%), a21oi_1 (3.1%) |
| Slew Viols, Final | 0 |
[flip-flops by register name, indices dropped and copies added (netlist names)]
signal,count
fetch_pipeline.pc_pl_out,30
pc_inst.pc_out,30
[worst paths after layout]
check	from	to	slack [ps]
min	resetn	pc_inst.pc_out[3]	20
max	resetn	pc_inst.pc_out[30]	2960
min reg2reg	pc_inst.pc_out[31]	fetch_pipeline.pc_pl_out[31]	390
max reg2reg	pc_inst.pc_out[2]	pc_inst.pc_out[30]	4040
[area by class of cell]
| type | instances | area, sq um |
|---|---|---|
| fillers | 950 | 6500 |
| clock buffers | 18 | 238 |
| multi-input cells | 182 | 947 |
| well taps | 133 | 166 |
| flip-flops and latches | 60 | 1200 |
| clock inverters | 33 | 193 |
| repair buffers | 60 | 601 |
| inverters | 4 | 15.0 |
[logic make-up (layout without fill, tap and decap cells)]
family | Yosys count | in the layout
xor gates and xnor gates | 10 | 10
adders and majority gates | 1 | 1
DFF | 60 | 60
other | 1 | 68
and+or+nand+nor | 68 | 68
AOI/OAI and AO/OA | 34 | 34
muxes | 1 | 1
buffers and inverters | 79 | 115
[report_power, final]
group | total [uW] | switching, uW | internal, uW
clock network | 712 | 318 | 394
logic | 2.51 | 2.51 | 0
registers | 389 | 0 | 389
total | 1100 | 320 | 783
[stage by stage]
step	cells	util
finish	490	0.341
global route	490	0.341
global placement	440	0.297
CTS	490	0.341
floorplan	321	-
detailed placement	440	0.297
[layout by cell type, fill, tap and decap left out, types with 4 or more instances in the layout]
| master | count |
|---|---|
| a21oi_1 | 15 |
| and4_1 | 4 |
| clkbuf_8 | 17 |
| clkdlybuf4s50_1 | 60 |
| clkinv_1 | 26 |
| conb_1 | 68 |
| dfxtp_1 | 60 |
| inv_1 | 4 |
| nand2_1 | 11 |
| nand3_1 | 6 |
| nand4_1 | 7 |
| nor2_1 | 11 |
| nor3_1 | 4 |
| o21ai_0 | 11 |
| o31ai_1 | 4 |
| or3_1 | 11 |
| or4_1 | 5 |
| xnor2_1 | 5 |
| xor2_1 | 5 |
[layer usage]
layer	GRT usage	vias to the layer above	wire length, um
met5	0	-	0
met1	0.0828	852	2480
met3	0.0562	10	586
li1	-	930	-
met2	0.100	99	2570
met4	0.0566	0	169
[worst max-delay path, stage by stage]
cell and delay, ps:
clkbuf_8 110, clkbuf_8 130, clkbuf_8 180, clkinv_1 60, a21oi_1 30
Power and IR drop assume default switching activity.
