## flow/config.mk

```make
export PLATFORM = sky130hd
export DESIGN_NAME = alu
export DESIGN_NICKNAME = alu
export VERILOG_FILES = /design/flow/design.v
export SDC_FILE = /design/flow/constraint.sdc
export NUM_CORES = 4
export LEC_CHECK = 1
export CORE_UTILIZATION = 30
```

## flow/constraint.sdc

```tcl
current_design alu

set clk_period 17.6
set clk_io_pct 0.2

create_clock -name clk0 -period $clk_period

set non_clock_inputs [all_inputs -no_clocks]
set_input_delay [expr $clk_period * $clk_io_pct] -clock clk0 $non_clock_inputs
set_output_delay [expr $clk_period * $clk_io_pct] -clock clk0 [all_outputs]
```

## flow/design.v

```verilog
module alu (
    input  logic [31:0] A,
    input  logic [31:0] B,
    input  logic [3:0]  alu_ctrl,
    output logic [31:0] result,
    output logic        zero
);
    localparam logic [3:0]
        ALU_ADD = 4'd0,
        ALU_SUB = 4'd1,
        ALU_AND = 4'd2,
        ALU_OR  = 4'd3,
        ALU_XOR = 4'd4,
        ALU_SLT = 4'd5,   
        ALU_SLL = 4'd6,   
        ALU_SRL = 4'd7;   
    always_comb begin
        result = 32'b0;
        case (alu_ctrl)
            ALU_ADD: result = A + B;
            ALU_SUB: result = A - B;
            ALU_AND: result = A & B;
            ALU_OR : result = A | B;
            ALU_XOR: result = A ^ B;
            ALU_SLT: result = ($signed(A) < $signed(B)) ? 32'd1 : 32'd0;
            ALU_SLL: result = A << B[4:0];
            ALU_SRL: result = A >> B[4:0];
            default: result = 32'b0;
        endcase
    end
    always_comb begin
        zero = (result == 32'b0);
    end
endmodule
```

## flow/run.sh

```bash
#!/bin/bash
# OpenROAD 26Q1-2900-gdf79404cd8, Yosys 0.63+post, stock flow scripts
make -C /OpenROAD-flow-scripts/flow DESIGN_CONFIG=/design/flow/config.mk WORK_HOME=/design/flow/orfs finish
```

==> impl_metrics.env <==
# implementation run metrics
export IMPL_topCellsByArea="ha_1, mux4_2, mux2i_1, nor2_1, a21oi_1"
export IMPL_drt_initial_drc_count=1624
export IMPL_post_cts_buffers=0
export IMPL_leakagePower_uw=0.00444
export IMPL_hpwl_mm=40.9
export IMPL_crit_buf_inv=3
export IMPL_hold_path_class="in2out"
export IMPL_viasPerCell=6.42
export IMPL_synthesis_area_mm2=0.00975
export IMPL_syn_area_per_cell_um2=7.11
export IMPL_drv_slew=0
export IMPL_synth_distinct_cells=95
export IMPL_crit_fanout=45
export IMPL_cp_end_kind="output port"
export IMPL_flop_count=0
export IMPL_finalSetupTns_ns=0
export IMPL_netSwitchingPower_uw=231
export IMPL_max_slew_margin=0.259
export IMPL_ys_cells=1371
export IMPL_synth_warnings=1
export IMPL_power_total_uw=375
export IMPL_crit_required_ns=14.08
export IMPL_wl_mm=52.0
export IMPL_warning_count=105
export IMPL_dr_total_vias=11700
export IMPL_crit_cells=13
export IMPL_intPower_uw=143
export IMPL_io_buffers=101
export IMPL_die_area_mm2=0.0332
export IMPL_yosysTopAreaCell="ha_1"
export IMPL_cpPeakStageDelay_ns=0.79
export IMPL_die_height_um=182
export IMPL_grt_pass1_vias=10900
export IMPL_hold_path_cell_count=4
export IMPL_maxCapViolations=0
export IMPL_fin_crit_ns=12.75
export IMPL_io_pins=101
export IMPL_ant_nets=0
export IMPL_antenna_found_initial=2
export IMPL_rsz0062_at_grt="false"
export IMPL_regArea_um2=0
export IMPL_ys_seq_frac=0
export IMPL_critical_path_cell_chain="buf_4 > clkinv_1 > ha_1 > o311ai_1 > a21oi_1 > o21ai_0 > a32oi_1 > or4_1 > or4b_1 > nor4_1 > nand4b_1 > nor4_4 > clkdlybuf4s50_1"
export IMPL_switching_share=0.618
export IMPL_core_area_mm2=0.0318
export IMPL_grt_ovfl_total=0
export IMPL_drive_above_1_share=0.102
export IMPL_finalWorstSetupSlack_ns=4.85
export IMPL_fp_util=0.307
export IMPL_fin_crit_sh=0.724
export IMPL_hold_end="result[2]"
export IMPL_core_rowCount=65
export IMPL_ctsHoldBuffers=0
export IMPL_dieWidth_um=182
export IMPL_tightestPinTransition_ns=1.08
export IMPL_crit_slowest_cell="clkinv_1"
export IMPL_netlist_instances=1371
export IMPL_min_from="B[2]"
export IMPL_status="complete, no violations"
export IMPL_vdd_drop_max_mv=0.0150
export IMPL_hold_violations=0
export IMPL_critPathTopFamily="simple AND/OR/NAND/NOR gates"
export IMPL_clock_buffer_count=0
export IMPL_holdWs_ns=8.29
export IMPL_area_growth_pct=13.3
export IMPL_finalSetupViolations=0
export IMPL_ys_chip_area_mm2=0.00975
export IMPL_worstSetupPathType="in2out"
export IMPL_drtPass1Iterations=9
export IMPL_grt_pass1_wl_mm=76.2
export IMPL_cts_resized=0
export IMPL_grt_usage=0.316
export IMPL_place_ws_ns=4.92
export IMPL_gp_congestion=1.08
export IMPL_post_drt_wl_per_cell_um=28.4
export IMPL_fmax_mhz=78.5
export IMPL_grt_max_degree=54
export IMPL_yosysTopAreaCellShare=0.135
export IMPL_start_kind="input pin"
export IMPL_drc_errors=0
export IMPL_arrival_ns=9.23
export IMPL_powerDensity_mw_per_mm2=33.9
## synthesized netlist by cell type, types with 18 or more instances
master    instances
ha_1            105
nor2b_1          24
o31ai_1          22
buf_2            19
nand3_1          35
nor3_1           32
a21oi_1          88
mux2_2           28
a31oi_1          19
clkbuf_1         73
nor2_1          118
nand4_1          21
mux4_2           42
o211ai_1         26
o22ai_1          22
a211oi_1         20
a22oi_1          18
inv_1            99
nor4_1           19
a21o_1           20
mux2i_1          60
o21ai_0          61
nand2_1         114
## cell type report
| cell class | count | area [µm²] |
|---|---|---|
| fillers | 3369 | 20800 |
| multi-input cells | 1156 | 8850 |
| well taps | 435 | 544 |
| repair buffers | 137 | 1270 |
| inverters | 101 | 379 |
| diodes | 1 | 2.50 |
## stage by stage
step | util | cells | instance area (µm²)
global route | 0.347 | 1829 | 11000
global placement | 0.347 | 1829 | 11000
CTS | 0.347 | 1829 | 11000
finish | 0.347 | 1830 | 11000
floorplan | - | 1371 | 9750
detailed placement | 0.347 | 1829 | 11000
## power by group through the flow
stage,combinational (µW),sequential (µW),clock (µW)
CTS,365,0,0
global route,397,0,0
## per-layer routing
metal / vias up / global-route usage / wire (µm)
li1: 5271 / - / -
met3: 93 / 0.0647 / 5370
met4: 0 / 0.0676 / 1530
met5: - / 0 / 0
met1: 5630 / 0.463 / 22500
met2: 755 / 0.478 / 22600
## worst max path at each step
stage,end,slack (ns),start
4_1_cts,zero,4.90,B[2]
5_1_grt,zero,4.67,B[2]
6_report,zero,4.85,B[2]
## layout by cell type, fill, tap and decap left out, types with 18 or more instances in the layout
cell and count:
nand3_1 35, mux2i_1 60, a21o_1 20, clkdlybuf4s50_1 97, ha_1 105, o211ai_1 26
nand4_1 21, nor2_1 118, mux2_2 28, buf_4 38, o22ai_1 22, a31oi_1 19
a22oi_1 18, nor3_1 32, mux4_2 42, a21oi_1 88, nand2_1 114, o21ai_0 61
nor4_1 18, nor2b_1 24, o31ai_1 22, a211oi_1 20, inv_1 99
## tightest hold or removal path, stage by stage
cell             delay (ns)
buf_4                  0.29
a31oi_1                0.23
o2111ai_1              0.18
clkdlybuf4s50_1        0.53
## cells by family (layout without fill, tap and decap cells)
| group | after synthesis | count (layout) | synth area share |
|---|---|---|---|
| and+or+nand+nor | 461 | 461 | 0.239 |
| xor gates and xnor gates | 11 | 11 | 0.00988 |
| buffers and inverters | 215 | 238 | 0.0941 |
| muxes | 135 | 135 | 0.198 |
| AOI/OAI and AO/OA | 442 | 442 | 0.320 |
| adders and majority gates | 107 | 107 | 0.139 |
| other | 0 | 1 | 0 |
Power figures rest on the tool's default switching activity, not on a simulated workload.
